**./design.v**
```verilog
`timescale 1ns / 1ps
module ADC(
    input clk, rst, AMP_DOUT,
	 output SPI_SCK,
	 output reg AMP_CS,  AD_CONV, gain_enable,read,
	 output [7:0] ledy
    );
	 localparam init=3'd0,
	 write1=3'd1, 
	 write2=3'd2,
	 endWrite=3'd3, 
	 startRead=3'd4, 
	 read1=3'd5, 
	 read2=3'd6, 
	 read3=3'd7;  
	 reg [2:0] st;
	 reg [2:0] nst;
	 reg echoRegOut;
	 reg [7:0] echoReg;
	 always @(posedge clk, posedge rst)
		if(rst) begin
			st<=init;
		end
		else
			st<=nst;
	 reg [3:0] counter16;
	 always @(posedge clk, posedge rst)
		if(rst)
			counter16<=4'd15;
		else if(counter16==0)
			counter16<=4'd15;
		else
			counter16<=counter16-4'b1;
	 reg incIndex;
	 reg [5:0] index;
	 always @(posedge clk, posedge rst)
		if(rst)
			index<=6'd0;
		else if(st == startRead)
			index<=6'd0;
		else if(incIndex)
			index<=index+6'd1;
	reg [4:0] indexGain;
	always @(posedge clk, posedge rst)
		if(rst)
			indexGain<=5'd0;
		else if(st == startRead)
			indexGain<=5'd0;
		else if(st == write2)
			indexGain<=indexGain+5'd1;
	always@(negedge clk) 
		begin
			if(st == startRead)
				AD_CONV <= 1'b1;
			else 
				AD_CONV <= 0;
		end
	 always @* begin
		nst<=endWrite;
		AMP_CS<=1;
		gain_enable <= 1'b0;
		incIndex<=1'b0;
		read<=1'b0;
		echoRegOut<=0;
		case(st)
			init : begin
				nst <= counter16==4'b1 ? init : write1;
			end
			write1: begin  
				AMP_CS <= 0;
				gain_enable <= 1'b1;
				nst <= write2; 
			end
			write2: begin 
				AMP_CS<=0;
				gain_enable <= 1'b1;
				echoRegOut<=1'b1;
				nst <= indexGain==5'd7 ? endWrite : write2;
			end
			endWrite: begin  
				nst<= startRead;
			end
			startRead: begin  
				nst <= read1;
			end
			read1: begin      
				nst<= read2; 
			end
			read2: begin	 
				read<=1'b1;
				incIndex<=1'b1;
				nst <= (index != 6'd31) ? read2 : read3; 
			end
			read3: begin	 
				incIndex<=1'b1;
				nst <= (index != 6'd33) ? read3 : startRead; 
			end
		endcase
	end
	always@(posedge clk, posedge rst) begin
		if(rst)
			echoReg<=8'b11111111;
		else if (echoRegOut)
			echoReg[indexGain]<=AMP_DOUT;
	end
	assign SPI_SCK = ((st == write2 && indexGain < 8) ||   st == read2 || st==read3 )? clk : 1'b0;
	assign ledy = echoReg;
endmodule
`timescale 1ns / 1ps
module ADC_READER(
    input clk,
    input rst,
    input read,
    input AD_DOUT,
	 input AD_CONV,
	 input full, 
    output reg[31:0] din,
	 output reg wr_en
    );
	reg[31:0] adcReg;
	always @(negedge clk, posedge rst) 
		begin
			if(rst) begin
				adcReg<=32'b0;
			end
			else if(read) begin
				adcReg <= {adcReg[30:0], AD_DOUT};  
			end
		end
	always @(posedge clk,posedge rst) 
		if(rst) begin
			din<=32'b0;
			wr_en<=0;
		end
		else if(AD_CONV && (!full)) begin  
			din<=adcReg;
			wr_en<=1;	 
		end
		else if(!AD_CONV)
			wr_en<=0;
endmodule
`timescale 1ns / 1ps
module GAIN_SETTER #(parameter gain_reg = 8'b00010001)(
    input clk,
    input rst,
    input gain_enable,
    output reg SPI_MOSI
    );
	reg [7:0] gain=gain_reg;  
	always @(negedge clk,posedge rst)  
		begin
			if(rst) begin
				SPI_MOSI<=1'b0;
				gain<=gain_reg;
			end
			else if(gain_enable) begin
				SPI_MOSI<=gain[7];
				gain <= { gain[6:0], 1'b0 };
			end
		end
endmodule
`timescale 1ns / 1ps
module adc_controller (
input clk, rst, AMP_DOUT, AD_DOUT, full,
output SPI_MOSI, AMP_CS, SPI_SCK, AD_CONV, AMP_SHDN,
output   [31:0] din,
output[7:0] ledy,
output   wr_en
    );
wire gain_enable;
wire read;
GAIN_SETTER gain_setter(clk,rst,gain_enable,SPI_MOSI);
ADC_READER adc_reader(clk,rst,read,AD_DOUT,AD_CONV,full,din,wr_en);
ADC adc(clk, rst, AMP_DOUT, SPI_SCK, AMP_CS, AD_CONV, gain_enable,read,ledy);
assign AMP_SHDN=1'b0;
endmodule
```
**./run.sh**
```bash
#!/bin/bash
# OpenROAD 26Q1-2900-gdf79404cd8, Yosys 0.63+post, stock flow scripts
make -C /OpenROAD-flow-scripts/flow DESIGN_CONFIG=/design/flow/config.mk WORK_HOME=/design/flow/orfs finish
```
**./config.mk**
```make
export PLATFORM = sky130hd
export DESIGN_NAME = adc_controller
export DESIGN_NICKNAME = adc_controller
export VERILOG_FILES = /design/flow/design.v
export SDC_FILE = /design/flow/constraint.sdc
export NUM_CORES = 4
export LEC_CHECK = 1
export CORE_UTILIZATION = 50
```
**./constraint.sdc**
```tcl
current_design adc_controller

set clk_period 2.9
set clk_io_pct 0.2

create_clock -name clk0 -period $clk_period [get_ports {clk}]

set non_clock_inputs [all_inputs -no_clocks]
set_input_delay [expr $clk_period * $clk_io_pct] -clock clk0 $non_clock_inputs
set_output_delay [expr $clk_period * $clk_io_pct] -clock clk0 [all_outputs]
```
==> metrics.cfg <==
[placed_design]
routabilityCongestion=0.847
placed_cell_area_um2=5090
io_buffers=49
dpl.hpwl_um=4630
dp_slack_ns=0.0329

[synth]
yosysCellCount=330
top_cells_by_area=dfrtp_1, dfrtn_1, mux2_2
syn_inst=330
synth_top_area_share=0.289
most_common_cell=mux2_2
ff_type=dfrtp_1
synth_warnings=3
ys_seq_frac=0.603
ys.flops=106
avgSynthCellArea_um2=13.4
top_cells_by_count=mux2_2, dfrtp_1, dfrtn_1
synthesis.area_um2=4420
largest_area_cell=dfrtp_1
synth_cell_types=48
async_reset_ff_frac=0.991
ys_area_um2=4420
edf_count=0

[power_and_ir_drop]
power_density_nw_per_um2=484
p_sw_frac=0.219
intPower_mw=2.02
seqPwrFrac=0.574
cellLeakagePower_nw=2.56
ir_drop_mv=0.444
power_frac_clock=0.409
power_switching_uw=565
p_comb_frac=0.017

[critical_path]
r2r_cells=3
critPathKind=flop to output port
slowest_stage=dfrtn_1
critPathTopFamily=flip-flops
timing.critical_path.buf_inv=1
crit_chain=buf_2
reg2reg_slack_ns=0.25
worstReg2RegEnd=gain_setter.gain[1]
crit_start=gain_setter.SPI_MOSI
critPathRequiredTime_ns=2.32
r2r_start=adc.st[2]
start_kind=flop
critPathMaxFanout=2
crit_path_max_incr_delay_ns=0.40
worstPathArrival_ns=2.28
endpoint_kind=output port

[cells_and_area]
drive_gt1_frac=0.316
finalInstanceArea_um2=5340
reg.largest.list=adc_reader.adcReg x32, adc_reader.din x32
synthToLayoutAreaGrowth_pct=20.7

[flow_run]
maxCapViolCount=0
warning_count=38

[clock_network]
cts_hold_buf=0
h-tree-depth=3
root_buffer=clkbuf_8
ctsLongestPathBuffers=2
clk_latency_ns=0.39
cts_tree=built
cts_buffers=9
clk_pin_slew_ns=0.09

[floorplan]
die_h_um=96.0
fp.dieArea_um2=9220
core_area_um2=8380
chipWidth_um=96.0
pin_count=51
row_count=33
initCoreUtil=0.528

[global_route]
groute.usage.overall=0.170
antenna_found_initial=0
grt_pass1_vias=2553
grt_pass1_wl_um=11600
grt_max_degree=34
gr-total-overflow=0

[detailed_routing]
drt_iter0_drc=55
diodes=0
drtPass1Iterations=4
detail-route-antenna-nets=0
avgViaCountPerCell=5.30
wl_per_cell_um=13.6
drt_wl_total_um=6800
route.detailed.drc=0
vias=2654

[hold_path]
hold_path_end=adc.st[1]
hold_path_class=flop to flop
hold_depth=1
hold_path_startpoint=adc.st[6]

[timing]
timing.hold.ws_ns=0.363
finalMaxSlewViolations=0
rsz0062_at_grt=false
skew_ns=0.108
finalHoldViolCount=0
finalSetupViolations=0
tns_ns=0
worst_slack_ns=0.0439

[run_status]
status=finished, final reports clean

[per-stage QoR]
step | power, mW | util | instances
finish | 2.58 | 0.637 | 501
global route | 2.70 | 0.637 | 501
CTS | 2.55 | 0.633 | 498
detailed placement | 1.57 | 0.608 | 479
global placement | 1.57 | 0.608 | 479
floorplan | 1.54 | - | 330
[power groups by stage]
stage	combinational [mW]	sequential, mW	clock [mW]
6_report	0.0443	1.48	1.05
5_1_grt	0.0529	1.48	1.16
4_1_cts	0.0476	1.48	1.02
[worst register-to-register path, delay by kind of cell (launching register included)]
kind / cells / cell delay (ns)
flops: 1 / 0.38
buf+inv: 1 / 0.18
simple gates: 1 / 0.10
mux: 1 / 0.35
[layout make-up]
type | instances | area [um^2]
Multi-Input combinational cell | 193 | 1600
Timing Repair Buffer | 61 | 618
Fill cell | 648 | 3040
Tap cell | 105 | 131
Inverter | 12 | 48.8
Clock buffer | 14 | 176
Clock inverter | 10 | 91.3
Sequential cell | 106 | 2670
[cells by family after synthesis]
group	share of synthesized area
AND-OR/OR-AND	0.0543
XOR/XNOR	0.0198
adder cells (fa/ha/maj)	0.0255
buffers and inverters	0.0342
flip-flops	0.603
multiplexers	0.186
other	0.000848
AND/OR/NAND/NOR	0.0767
[worst max path at each step]
stage / to / slack, ns / cells after the start
6_report: SPI_MOSI / 0.04 / 1
5_1_grt: SPI_MOSI / 0.0005 / 1
4_1_cts: SPI_SCK / 0.005 / 5
[cells in the final DEF, fill, tap and decap left out, types with 6 or more instances in the layout]
cell type | Yosys | routed
mux2_2 | 71 | 71
dfrtp_1 | 51 | 51
clkdlybuf4s50_1 | 0 | 47
dfrtn_1 | 39 | 39
inv_1 | 13 | 15
nor2_1 | 15 | 15
dfstp_2 | 15 | 15
buf_4 | 3 | 12
nand2_1 | 9 | 9
nor3_1 | 9 | 9
ha_1 | 9 | 9
clkbuf_8 | 0 | 9
o21ai_0 | 8 | 8
xor2_1 | 7 | 7
o22ai_1 | 6 | 6
[what timing repair did]
item / 4_1_cts / 5_1_grt
setup endpoints to repair: 2 / 1
buffers inserted: 0 / 3
resized: 7 / 2
gates cloned: 0 / 0
[per-layer routing]
metal / routed length (um) / part of all wire / track usage
met3: 226 / 0.033 / 0.0426
met2: 3280 / 0.48 / 0.282
met1: 3220 / 0.47 / 0.247
met4: 72 / 0.011 / 0.0174
met5: 0 / 0 / 0
Power is estimated from default activity; no workload was simulated.
