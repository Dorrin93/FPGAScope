## run.sh

```bash
#!/bin/bash
# OpenROAD 26Q1-2900-gdf79404cd8, Yosys 0.63+post, stock flow scripts
make -C /OpenROAD-flow-scripts/flow DESIGN_CONFIG=/design/flow/config.mk WORK_HOME=/design/flow/orfs finish
```

## config.mk

```make
export PLATFORM = sky130hd
export DESIGN_NAME = decoder
export DESIGN_NICKNAME = decoder
export VERILOG_FILES = /design/flow/design.v
export SDC_FILE = /design/flow/constraint.sdc
export NUM_CORES = 4
export LEC_CHECK = 1
export CORE_UTILIZATION = 30
```

## constraint.sdc

```tcl
current_design decoder

set clk_period 1.2
set clk_io_pct 0.2

create_clock -name clk0 -period $clk_period [get_ports {clk}]

set non_clock_inputs [all_inputs -no_clocks]
set_input_delay [expr $clk_period * $clk_io_pct] -clock clk0 $non_clock_inputs
set_output_delay [expr $clk_period * $clk_io_pct] -clock clk0 [all_outputs]
```

## design.v

```verilog
`timescale 1ns / 1ps
module decoder(
	 input write, clk,rst,
    input [7:0] data,
	 output [127:0] outData
    );
	reg[127:0] register;
	reg[7:0] dataTmp;
	always @(posedge clk,posedge rst)
		if(rst)
			register={16{8'd32}};
		else if(write && data==8'h66)
			register={8'd32,register[127:8]};
		else if(write && data==8'h5a)
			register={16{8'd32}};
		else if(write)
			register={register[119:0],dataTmp};
	always @* begin
		case(data)
				8'h42: 
					dataTmp<=8'b01001011;
				8'h3c: 
					dataTmp<=8'b01010101;
				8'h32: 
					dataTmp<=8'b01000010;
				8'h1c: 
					dataTmp<=8'b01000001;
				8'h2c: 
					dataTmp<=8'b01010100;
				8'h1b: 
					dataTmp<=8'b01010011;
				8'h1a: 
					dataTmp<=8'b01011010;
				8'h15: 
					dataTmp<=8'b01010001;
				8'h1d: 
					dataTmp<=8'b01010111;
				8'h24: 
					dataTmp<=8'b01000101;
				8'h2d: 
					dataTmp<=8'b01010010;
				8'h35: 
					dataTmp<=8'd89;
				8'h43: 
					dataTmp<=8'd73;
				8'h44: 
					dataTmp<=8'd79;
				8'h4d: 
					dataTmp<=8'd80;
				8'h23: 
					dataTmp<=8'd68;
				8'h2b: 
					dataTmp<=8'd70;
				8'h34: 
					dataTmp<=8'd71;
				8'h33: 
					dataTmp<=8'd72;
				8'h3b: 
					dataTmp<=8'd74;
				8'h4b: 
					dataTmp<=8'd76;
				8'h22: 
					dataTmp<=8'd88;
				8'h2a: 
					dataTmp<=8'd86;
				8'h31: 
					dataTmp<=8'd78;
				8'h3a: 
					dataTmp<=8'd77;
				8'h21: 
					dataTmp<=8'd67;
				8'h29: 
					dataTmp<=8'd32;
				8'h16: 
					dataTmp<=8'd49;
				8'h1e: 
					dataTmp<=8'd50;
				8'h26: 
					dataTmp<=8'd51;
				8'h25: 
					dataTmp<=8'd52;
				8'h2e: 
					dataTmp<=8'd53;
				8'h36: 
					dataTmp<=8'd54;
				8'h3d: 
					dataTmp<=8'd55;
				8'h3e: 
					dataTmp<=8'd56;
				8'h46: 
					dataTmp<=8'd57;
				8'h45: 
					dataTmp<=8'd48;
				default:
					dataTmp<=8'd57; 
		endcase
	end
assign outData=register;
endmodule
```

==> flow_metrics.py <==
# Generated from Yosys and OpenROAD reports
metrics = {
    "logic_synthesis": {
        "synth_seq_share_pct": 51.9,
        "syn_area_um2": 6200,
        "yosys_area_um2": 6200,
        "yosys-stat-cells": 558,
        "synth-edff-count": 0,
        "ys_ff": 128,
        "yosys_warnings": 1,
        "syn_inst": 558,
        "largest_area_cell": "dfrtp_1",
        "top_cell_area_share_pct": 45.2,
        "ff_type": "dfrtp_1",
        "synth.distinct_cells": 54,
        "syn_area_per_cell_um2": 11.1,
        "synthArstFlopShare_pct": 100,
        "top_cells_by_area": "dfrtp_1, a221o_1, and3_1",
    },
    "floorplan": {
        "row_count": 52,
        "ioPinCount": 139,
        "core_um2": 20200,
        "fp_util_pct": 30.7,
        "dieWidth_um": 146,
        "die_h_um": 146,
        "die_area_um2": 21300,
    },
    "worst_setup_path": {
        "critPathLaunchType": "input pin",
        "slowest_stage": "and4bb_4",
        "worstSetupPathType": "in -> reg",
        "worst-path-buf-inv": 3,
        "arrival_ns": 1.74,
        "critPathTopFamily": "buffers and inverters",
        "r2r_setup_slack_ns": -0.01,
        "path_cells": "buf_6 -> and4bb_4 -> o2111ai_4 -> buf_12 -> clkbuf_16 -> and3_4 -> a221o_1",
        "crit_path_max_fanout": 8,
        "slowest_delay_ns": 0.34,
        "cp.required_ns": 1.50,
        "end_kind": "flip-flop",
    },
    "outcome": {
        "violations": "setup timing",
        "status": "finished, violations left",
    },
    "routing": {
        "drtAntennaViolNets": 0,
        "firstDrtPassIters": 4,
        "wl_mm": 23.7,
        "drc": 0,
        "antenna_cells": 0,
        "drt_iter0_markers": 342,
        "vias": 6373,
        "wire_per_inst_um": 19.8,
        "via_per_inst": 5.31,
    },
    "power": {
        "power.density_nw_per_um2": 1310,
        "ir_drop_uv": 1090,
        "power_mw": 14.5,
        "p_leak_nw": 5.40,
    },
    "sta": {
        "setup_viol": 141,
        "tightest_slew_ns": 0.451,
        "final_hold_viol_count": 0,
        "whs_ns": 0.277,
        "rsz0062_at_grt": "true",
        "fin_crit_ns": 1.44,
        "finClkSkew_ns": 0.00609,
        "fmax_ghz": 0.695,
        "slew_violations": 0,
        "layout_setup_ws_ns": -0.239,
        "period_used_pct": 120,
        "relSlewSlack_pct": 69.9,
    },
    "place": {
        "portBuffers": 138,
        "place_congestion": 0.854,
        "place_inst": 1065,
        "hpwl_mm": 14.2,
    },
    "clocking": {
        "htree_levels": 4,
        "cts_sinks": 128,
        "ctsHoldBuffers": 0,
        "clk_pin_slew_ns": 0.06,
        "clock_latency_ns": 0.42,
        "clock-root-buffer": "clkbuf_16",
        "cts_buffers": 17,
        "cts_tree": "done",
        "clockBufferDepth": 2,
    },
    "finish": {
        "largest_reg_flops": 128,
        "fin_cells": 1201,
        "synthToLayoutAreaGrowth_pct": 77.8,
        "layout-drive-gt1-share_pct": 63.6,
        "fillers": 1685,
    },
    "grt": {
        "gr-total-overflow": 0,
        "antenna_found_initial": 0,
        "grt_pass1_wl_mm": 36.4,
        "grt_pass1_vias": 6325,
        "grt_max_degree": 53,
        "grt_util_all_layers_pct": 22.4,
    },
    "run": {
        "warnings": 35,
        "maxCapViolations": 0,
    },
    "min_path": {
        "hp-class": "in -> async",
    },
}
logic make-up after synthesis:
| group | Yosys count | share of synthesized area (%) |
|---|---|---|
| flip-flops | 128 | 51.9 |
| XOR/XNOR | 1 | 0.141 |
| adder cells (fa/ha/maj) | 9 | 1.81 |
| AND/OR/NAND/NOR | 175 | 15.7 |
| multiplexers | 6 | 0.988 |
| buffers and inverters | 67 | 4.64 |
| AND-OR/OR-AND | 172 | 24.8 |
cells in the final DEF, fill, tap and decap left out, types with 6 or more instances in the layout:
cell type   instances
buf_2             128
a221o_1           101
buf_4             209
ha_4                6
dfrtp_1           112
o22ai_2            14
buf_12             19
buf_16              9
clkbuf_16          23
buf_6              18
a22o_1              9
clkinvlp_4          6
and2_4              9
nor2_1             38
and3_4             88
nor2b_1             6
dfstp_2            16
nand2_1            12
stage by stage:
stage / util [%] / cell area (um^2) / TNS (ns) / worst slack, ns
6_report: 54.5 / 11000 / -20.29 / -0.239
5_1_grt: 54.5 / 11000 / -24.78 / -0.254
4_1_cts: 52.6 / 10600 / -14.08 / -0.190
3_5_place_dp: 47.5 / 9620 / -123.09 / -1.12
3_3_place_gp: 47.5 / 9620 / -121.40 / -1.08
2_1_floorplan: - / 6920 / -119.87 / -0.608
synth_stat cells, types with 2 or more instances:
master,number
a211oi_1,3
a21o_1,2
a21oi_1,6
a221o_1,101
a221oi_1,2
a22o_1,9
a31oi_1,4
and2_0,3
and2_1,7
and3_1,88
buf_2,17
buf_4,2
clkbuf_1,38
dfrtp_1,112
dfstp_2,16
ha_1,9
inv_1,7
inv_2,2
mux2i_1,5
nand2_1,13
nand2b_1,2
nand3_1,2
nor2_1,43
nor2b_1,6
nor3_1,3
o2111ai_1,3
o211ai_1,3
o21ai_0,8
o22ai_1,16
o311a_1,2
cell type report:
type,instances,area (um^2),share of cell area [%]
inverter,9,48.8,0.442
clock buffer,18,439,3.98
tap,270,338,3.06
multi-input combinational,365,3470,31.5
sequential,128,3220,29.2
clock inverter,14,178,1.61
timing repair buffer,397,3330,30.2
worst register-to-register path, stage by stage, from the launching register on:
cell and delay, ns:
dfrtp_1 0.39, buf_4 0.14, buf_4 0.15, and3_4 0.17
a221o_1 0.25
where the power goes:
group / internal (mW) / switching [mW]
logic: 2.29 / 1.45
registers: 4.94 / 0.363
clock network: 3.35 / 2.06
routing by layer:
metal	vias to the layer above	share of wire, %	GRT usage [%]
met5	-	0	0
met4	0	1.4	2.37
met3	21	7.5	6.11
met2	227	45	32.9
met1	3175	46	35.0
li1	2950	-	-
what timing repair did:
| item | 4_1_cts | 5_1_grt |
|---|---|---|
| cloned | 11 | 9 |
| pin swaps | 20 | 18 |
| setup buffers | 81 | 5 |
| endpoints found under the setup margin | 256 | 195 |
| resized | 479 | 47 |
path summary, 6_finish.rpt:
check | startpoint | cells past startpoint | end
worst max-delay path | data[3] | 7 | register[91]
max in group asynchronous | rst | 4 | register[125]
worst min register to register | register[122] | 1 | register[122]
worst min-delay path | rst | 3 | register[54]
worst max register to register | register[64] | 4 | register[72]
min in group clk0 | write | 4 | register[23]
Power figures rest on the tool's default switching activity, not on a simulated workload.
