File: flow/config.mk
export PLATFORM = sky130hd
export DESIGN_NAME = lcd
export DESIGN_NICKNAME = lcd
export VERILOG_FILES = /design/flow/design.v
export SDC_FILE = /design/flow/constraint.sdc
export NUM_CORES = 4
export LEC_CHECK = 1
export CORE_UTILIZATION = 50
File: flow/constraint.sdc
current_design lcd

set clk_period 3.8
set clk_io_pct 0.2

create_clock -name clk0 -period $clk_period [get_ports {clk}]

set non_clock_inputs [all_inputs -no_clocks]
set_input_delay [expr $clk_period * $clk_io_pct] -clock clk0 $non_clock_inputs
set_output_delay [expr $clk_period * $clk_io_pct] -clock clk0 [all_outputs]
File: flow/design.v
`timescale 1ns / 1ps
module LCD_controller(input clk, rst,
output data_sel, DB_sel, E_out,RW_out,RS_out,
output [1:0] init_sel, output[3:0] mux_sel);
main_controller mainController(clk,rst,lcd_finish,data_sel,DB_sel,lcd_enable,mode,reg_sel);
LCD_init_refresh lcdInitRefresh(clk,rst,lcd_enable,mode,wr_finish,init_sel,mux_sel,wr_enable,lcd_finish);
write_cycle writeCycle(clk,rst,wr_enable,reg_sel,wr_finish,E_out,RW_out,RS_out);
endmodule
`timescale 1ns / 1ps
module LCD_init_refresh(input clk, rst,lcd_enable, input mode, wr_finish, 
output reg[1:0]init_sel, output reg[3:0]  mux_sel, output reg wr_enable, lcd_finish 
    );
	localparam 
	endlcd = 2'b01,
	data =2'b10,
	data1= 2'b11,
	idle= 2'b00;
	 reg [1:0] st;
	 reg [1:0] nst;
	 always @(posedge clk, posedge rst)
		if(rst) begin
			st<=idle;
			end
		else
			st<=nst;
always @(posedge clk, posedge rst)			
		if(rst)
			init_sel <= 2'b0;
		else case(st)
			idle: if(mode) init_sel <= 3'b100-1;
			endlcd: begin
				if(mode&&init_sel)init_sel <= init_sel - 1'b1;
			end
		endcase
always @(posedge clk, posedge rst)			
		if(rst)
			mux_sel <= 4'b0;
		else case(st)
			idle: if(~mode) mux_sel <= 	4'b1111;
			endlcd: if(~mode&&mux_sel)mux_sel <= mux_sel-1'b1;
		endcase
	always @* begin
		nst = idle;
		wr_enable = 1'b0;
		lcd_finish = 1'b0;
	case(st)
			idle : begin
				nst = lcd_enable?data:idle;
				end
			data: 
			begin
				wr_enable = 1'b1;
				nst=data1;
			end
			data1:
			begin
				wr_enable = 0;
				nst=wr_finish?endlcd:data1;
			end
			endlcd: begin
				if(mode)begin 
					if(init_sel) begin
						nst=data;
					end
					else begin
						lcd_finish=1;
						nst=idle;
					end
				end
				else begin
					if(mux_sel) begin
						nst=data;
					end
					else begin
						lcd_finish=1;
						nst=idle;
					end
				end
			end
		endcase
		end
endmodule
`timescale 1ns / 1ps
module clock_div #(parameter div=100)(
    input clk,
    input rst,
    output reg clockdiv
    );
	localparam dl =  clog2(div);
	reg [dl-1:0] counter;
	always @(posedge clk, posedge rst)
		if(rst) begin
			clockdiv <= 1'b0;
			counter <={dl{1'b0}};
			end
		else if(counter==div)
					begin
						counter <={dl{1'b0}};
						clockdiv <= ~clockdiv;
					end 
				else
					counter<=counter+1;
	function integer clog2
		(input [31:0] div);
		for(clog2=0;div>0;clog2=clog2+1)
			div=div>>1;
	endfunction
endmodule
`timescale 1ns / 1ps
module counter_mux(
		input [7:0] count0,count1,count2, count3,count4, count5, count6, count7, count8, count9, count10, count11, count12, count13, count14, count15,
		input [3:0] mux_sel,
		output reg [7:0] counter_mux
    );
	always @*
		case(mux_sel)
			4'd15: counter_mux <= count0;
			4'd14: counter_mux <= count1;
			4'd13: counter_mux <= count2;
			4'd12: counter_mux <= count3;
			4'd11: counter_mux <= count4;
			4'd10: counter_mux <= count5;
			4'd9: counter_mux <= count6;
			4'd8: counter_mux <= count7;
			4'd7: counter_mux <= count8;
			4'd6: counter_mux <= count9;
			4'd5: counter_mux <= count10;
			4'd4: counter_mux <= count11;
			4'd3: counter_mux <= count12;
			4'd2: counter_mux <= count13;
			4'd1: counter_mux <= count14;
			4'd0: counter_mux <= count15;
		endcase
endmodule
`timescale 1ns / 1ps
module init_reset_mux(
	input [1:0] init_sel,
		output reg [5:0] init_reset_mux
    );
	 always @ *
		case (init_sel)
			2'b00: init_reset_mux <= 6'b000001;
			2'b01: init_reset_mux <= 6'b001110;
			2'b10: init_reset_mux <= 6'b000110;
			2'b11: init_reset_mux <= 6'b111000;
		endcase
endmodule
`timescale 1ns / 1ps
module lcd #(parameter d = 50000) (input clk, rst, 
input [7:0] count0, count1, count2, count3, count4, count5, count6, count7, count8, count9, count10, count11, count12, count13, count14, count15,
output E, RW, RS, output [7:0] lcd);
	 wire data_sel;
	 wire DB_sel;
	 wire [1:0]init_sel;
	 wire [3:0]mux_sel;
	 wire clkdiv;
	 LCD_controller lcdController(clkdiv,rst,data_sel,DB_sel,E,RW,RS,init_sel,mux_sel);
	 lcd_dp lcdDp(count0,count1,count2,count3,count4,count5,count6,count7,count8,count9,count10,count11,count12,count13,count14,count15,init_sel,mux_sel,data_sel,DB_sel,lcd);
	 clock_div #(.div(d)) divider(clk,rst,clkdiv);
endmodule
`timescale 1ns / 1ps
module lcd_dp(
	input [7:0] count0, count1, count2, count3, count4, count5, count6, count7, count8, count9, count10, count11, count12, count13, count14, count15,
		input [1:0] init_set, input[3:0] mux_sel,
		input data_sel,
		DB_sel,
		output [7:0] DB_out
    );	
	 wire [7:0] countermux;
	 wire [7:0] data_outx;
	 wire [5:0] initresetmux;
	 counter_mux counterMux(count0,count1,count2,count3, count4, count5, count6, count7, count8, count9, count10, count11, count12, count13, count14, count15,mux_sel,countermux);
	 init_reset_mux initResetMux(init_set,initresetmux);
	 multi21 multi2(8'hc0,data_outx,DB_sel,DB_out);  
	 multi21 multi1({2'b00,initresetmux},{countermux},data_sel,data_outx);
endmodule
`timescale 1ns / 1ps
module main_controller(input clk, rst, lcd_finish, 
	output reg data_sel, DB_sel, lcd_enable, mode, reg_sel
);
	localparam 
	idle = 3'b000,
	init =3'b001,
	addr= 3'b010,
	addr1= 3'b011,
	ref= 3'b100,
	ref1= 3'b101;
	 reg [2:0] st;
	 reg [2:0] nst;
	 always @(posedge clk, posedge rst)
		if(rst)
			st<=idle;
		else
			st<=nst;
	always @* begin
		nst=idle;
		mode=1;
		reg_sel=1'b0;
		data_sel=0;
		DB_sel=1'b1;
		lcd_enable=0;
		case(st)
			idle : begin
				lcd_enable=1;
				data_sel = 0;
				nst=init;
			end
			init: begin
				lcd_enable=0;
				nst=lcd_finish?addr:init;
			end
			addr:begin
				nst=addr1;
				lcd_enable=1;
				DB_sel=1'b0;end
			addr1: begin
			lcd_enable=0;
			nst=lcd_finish?ref:addr1;
			DB_sel=1'b0;
			end
			ref: begin
				lcd_enable=1;
				data_sel=1;
				reg_sel=1'b1;
				mode=0;
				nst=ref1;
			end
			ref1: begin
			lcd_enable=0;
			mode=0;
			data_sel=1;
			if(lcd_finish)
				nst=addr;
			else begin
				reg_sel=1'b1;
				nst=ref1; end
			end
		endcase
	end
endmodule
`timescale 1ns / 1ps
module multi21(input [7:0] in0, in1, input  ctrl, output [7:0] out);
		reg [7:0] tmp;
		 always @*
				 tmp<= ctrl?in1:in0;
		assign out = tmp;
endmodule
`timescale 1ns / 1ps
module write_cycle(input clk, rst, wr_enable,reg_sel, output reg wr_finish, E_out, output RW_out, RS_out   
    );
	 localparam 
	 init = 2'b01,
	 Eout =2'b10,
	 endwr= 2'b11,
	 idle= 2'b00;
	 reg [1:0] st;
	 reg [1:0] nst;
	 always @(posedge clk, posedge rst)
		if(rst)
			st<=idle;
		else
			st<=nst;
	always @* begin
		wr_finish=0;
		nst=idle;
		E_out=0;
		case(st)
			idle : begin
				wr_finish=0;
				nst=wr_enable?init:idle;
			end
			init: begin
				E_out=1;
				nst=Eout;
			end
			Eout:
				nst=endwr;
			endwr: begin
			E_out=0;
			wr_finish=1;
			nst=idle;
			end
		endcase
	end
	assign RS_out=reg_sel;
	assign RW_out=0;
endmodule
File: flow/run.sh
#!/bin/bash
# OpenROAD 26Q1-2900-gdf79404cd8, Yosys 0.63+post, stock flow scripts
make -C /OpenROAD-flow-scripts/flow DESIGN_CONFIG=/design/flow/config.mk WORK_HOME=/design/flow/orfs finish
==> results.tsv <==
stage	metric	value	unit
clock_tree	path_clk_slew	60	ps
global_routing	grt_overflow	0	
power	power-per-cell-area	107	nW/µm²
synth	yosysWarningCount	29	
sta	setup_viol	0	
sta	layout_setup_ws	457	ps
synth	syn_area	2960	µm²
clock_tree	clockBufferDepth	2	
synth	synthCells	350	
clock_tree	cts_root_buffer	clkbuf_8	
clock_tree	worst_skew_pair.late_latency	240	ps
floorplanning	fp_util	52.7	%
floorplanning	die_area	6220	µm²
synth	synth_seq_share	31.5	%
clock_tree	cts_made_buffers	3	
synth	ys_chip_area	2960	µm²
layout	syn2layout_area_growth	49.3	%
global_routing	antenna_found_initial	0	
drt	ant_nets	0	
worst_setup_path	rr_startpoint	divider.counter[12]$_DFF_PP0_	
sta	timing.slew.headroom	40.2	%
synth	ff_type	dfrtp_1	
sta	untimed_endpoints	21	
sta	unclocked_pins	20	
run	log.warning_count	35	
power	p_comb_share	34.6	%
worst_setup_path	worstSetupEndpointType	primary output	
global_routing	track_usage	30.9	%
hold_path	worstHoldEndpoint	divider.counter[15]$_DFF_PP0_	
worst_setup_path	r2r_end	divider.counter[15]$_DFF_PP0_	
placement	pre_cts_slack	477	ps
power	internal_power	383	µW
clock_tree	hold_buffers	0	
sta	fin_crit_sh	88.0	%
worst_setup_path	critical_path_class	in -> out	
power	ir_worst_vdd	0.000237	V
sta	fin_setup_tns	0	ps
drt	first_pass_iters	5	
floorplanning	core-area	5610	µm²
power	clkPwrFrac	26.9	%
sta	max_freq	0.299	GHz
drt	num_vias	3221	
worst_setup_path	critical_path_required	3040	ps
drt	drt-wirelength-per-cell	17.5	µm
placement	gp_congestion	0.879	
synth	synth_flop_count	37	
worst_setup_path	cp-startpoint	count13[1]	
status	run_status	finished clean	
hold_path	hold-path-cell-count	1	
worst_setup_path	r2r_cells	4	
worst_setup_path	critPathLaunchType	input port	
drt	wl_met2	4360	µm
worst_setup_path	cp_max_fo	1	
synth	synthArstFlopShare	100	%
worst_setup_path	worstPathArrival	2580	ps
sta	rsz0062_at_grt	no	
drt	via_per_inst	5.91	
clock_tree	post_cts_buffers	0	
floorplanning	dieWidth	78.9	µm
drt	highest_layer	met4	
hold_path	min-delay-path-class	reg -> reg	
drt	met1_length	4080	µm
layout	final_layout_top_logic_cells	139 x clkdlybuf4s50_1, 34 x dfrtp_1, 28 x nand2_1, 28 x a22oi_1	
global_routing	grt_pass1_wl	14600	µm
layout	lay_top_count	clkdlybuf4s50_1	
drt	wl_met3	800	µm
sta	finalCriticalPeriod	3340	ps
synth	yosysTopAreaCellShare	28.8	%
floorplanning	die_h	78.9	µm
drt	first_iter_violations	242	
power	p_switching	87.2	µW
clock_tree	htree_levels	1	
placement	port_buffers	139	
sta	slew_violations	0	
drt	n_antenna_cell	0	
global_routing	grt_pass1_vias	2979	
power	swShare	18.6	%
synth	top_area_cell	dfrtp_1	
synth	avgSynthCellArea	8.44	µm²
sta	worstMarginPinSlew	889	ps
floorplanning	rows	27	
global_routing	grt_max_degree	48	
synth	edf_count	0	
synth	area_leaders	dfrtp_1 29%, a22oi_1 7.1%, ha_1 4.7%	
drt	drc_errors	0	
layout	drive_gt1_share	5.07	%
synth	netlist-cell-type-count	60	
worst_setup_path	setup.reg_to_reg.worst_slack	1970	ps
sta	skew	0.767	ps
run	drv_cap	0	
clock_tree	cts_resized	0	
hold_path	hp-start	divider.counter[15]$_DFF_PP0_	
power	p_leak	1.72	nW
sta	hold_viol	0	
layout	num-fill-cells	390	
synth	ys_cells	350	
floorplanning	ios	141	
placement	dp_hpwl	7180	µm
drt	drt_wl_total	9510	µm
clock_tree	cts_tree	built	
power	p_seq_share	38.5	%
## layer usage
layer	up-vias	GRT usage, %
met1	1490	46.1
met5	-	0
met4	0	7.82
met3	22	5.48
li1	1571	-
met2	138	48.0
## stage by stage
step                hold WS (ps)  power [mW]  instance area [µm²]  cells  util, %
floorplan                    447       0.209                 2960    351        -
global placement             462       0.345                 4370    541     77.9
detailed placement           475       0.346                 4370    541     77.9
CTS                          484       0.474                 4410    545     78.7
global route                 497       0.492                 4410    545     78.7
finish                       482       0.470                 4410    545     78.7
## critical path: stages
cell and delay, ps:
clkdlybuf4s50_1 420, mux2_2 270, a221oi_1 310, o211ai_1 120
o31a_1 310, clkdlybuf4s50_1 390
## state kept, by name (all words and copies together), names as in the netlist
| name | count |
|---|---|
| divider.counter | 16 |
| lcdController.lcdInitRefresh.mux_sel | 4 |
| lcdController.lcdInitRefresh.st | 4 |
| lcdController.mainController.st | 6 |
| lcdController.writeCycle.st | 4 |
| divider.clockdiv | 1 |
| lcdController.lcdInitRefresh.init_sel | 2 |
## kinds of logic (layout without fill, tap and decap cells)
logic type,Yosys count,after routing,synth area share [%]
compound gates,120,120,28.8
simple gates,107,107,19.4
buf+inv,46,168,6.52
flops,37,37,31.5
mux,15,15,5.16
xor+xnor,13,13,3.85
fa+ha+maj,11,11,4.66
other cells,1,2,0.127
## area by class of cell
| cell class | count | area [µm²] | area share [%] |
|---|---|---|---|
| multi-input combinational | 268 | 1840 | 41.6 |
| timing repair buffer | 146 | 1440 | 32.7 |
| sequential | 37 | 930 | 21.1 |
| tap | 72 | 90.1 | 2.04 |
| inverter | 18 | 67.6 | 1.53 |
| clock buffer | 4 | 45.0 | 1.02 |
## power by group through the flow
stage,Sequential (mW),Clock [mW],Combinational (mW)
final,0.181,0.126,0.162
after global routing,0.181,0.137,0.174
after CTS,0.181,0.130,0.163
## Yosys cell counts (2+ instances only)
cell type   n
dfrtp_1    34
a22oi_1    28
nand2_1    28
a21oi_1    25
nor2_1     25
inv_1      18
mux2i_1    13
clkbuf_1   12
ha_1       11
buf_2      10
nor3_1     10
o21ai_0    10
nand3_1     9
xnor2_1     9
a211oi_1    8
a221oi_1    7
a21o_1      6
nand4_1     5
a222oi_1    4
a311oi_1    4
a31oi_1     4
buf_1       4
xor2_1      4
a2111oi_0   3
a31o_2      3
and3_1      3
and4_1      3
dfstp_2     3
nand2b_1    3
nand3b_1    3
nor4_1      3
o22ai_1     3
o31ai_1     3
and2_1      2
buf_4       2
mux2_2      2
o2bb2ai_1   2
o32ai_1     2
## worst max path at each step
stage         cells past startpoint  slack [ps]      to
finish                            6         460  lcd[1]
global route                      6         400  lcd[1]
CTS                               6         470  lcd[1]
Power figures rest on the tool's default switching activity, not on a simulated workload.
